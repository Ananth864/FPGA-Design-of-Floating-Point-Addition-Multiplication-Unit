==> flow/design.v <==
`timescale 1ns / 1ps
module FP_MUL_UNIT(x,y,clk,result,underflow,overflow);
input [31:0]x,y;
output [31:0]result;
input clk;
output underflow,overflow;
wire over,under;
wire [31:0]res;
wire [47:0]product;
wire effect;
wire [22:0]op;
wire [7:0]opexp;
ArrayMultiplier ar1 (product, {1'b1,x[22:0]}, {1'b1,y[22:0]});
normalizer n1 (product[47:23],effect,op);
ExponentAdder e1 (x[30:23],y[30:23],effect,opexp,over,under);
Overflow_Underflow_unit ou1(op,opexp,(x[31]^y[31]),over,under,res);
Outputter dut (res,over,under,clk,result,overflow,underflow);
endmodule
module Cell(Cout, Sout,xn, am, Sin, Cin);
output Cout, Sout;
input xn, am, Sin, Cin;
  wire t;
  and (t, xn, am);
  xor (Sout, t, Sin, Cin);
  xor (t1, Sin, Cin);
  and (t2, t, t1);
  and (t3, Cin, Sin);
  or (Cout, t2, t3);
endmodule
module FACell(Cout, Sout, xn, am, Cin);
output Cout, Sout;
input xn, am, Cin;
wire t1, t2, t3;
xor (t1, am, xn);
and (t2, t1, Cin);
and (t3, am, xn);
or (Cout, t2, t3);
xor (Sout, t1, Cin);
endmodule
module ArrayMultiplier(product, a, x);
  parameter m = 24;
  parameter n = 24;
  output [m+n-1:0] product;
  input [m-1:0] a;
  input [n-1:0] x;
  wire c_partial[m*n:0] ;
  wire s_partial[m*n:0] ;
  genvar i;
  generate
    for(i=0; i<m; i=i+1)
    begin
      Cell c_first(.Cout(c_partial[i]), .Sout(s_partial[i]),
                   .xn(x[0]), .am(a[i]), .Sin(1'b0), .Cin(1'b0));
    end
  endgenerate
  genvar j, k;
  generate
    for(k=0; k<n-1; k=k+1)
    begin
      for(j=0; j<m-1; j=j+1)
      begin
        Cell c_middle(c_partial[m*(k+1)+j], s_partial[m*(k+1)+j],
                      x[k+1], a[j], s_partial[m*(k+1)+j-m+1], c_partial[m*(k+1)+j-m]);
      end
    end
  endgenerate
  genvar z;
  generate
    for(z=0; z<n-1; z=z+1)
    begin
      Cell c_middle_last_col(c_partial[m*(z+1)+(m-1)], s_partial[m*(z+1)+(m-1)],
                             x[z+1], a[+(m-1)], 1'b0, c_partial[m*(z+1)+(m-1)-m]);
    end
  endgenerate
  wire c_last_partial[m-1:0] ;
  wire s_last_partial[m-2:0] ;
  buf (c_last_partial[0], 1'b0);
  genvar l;
  generate
    for(l=0; l<m-1; l=l+1)
    begin
      FACell c_last(c_last_partial[l+1], s_last_partial[l],
                    c_partial[(n-1)*m+l], s_partial[(n-1)*m+l+1], c_last_partial[l]);
    end
  endgenerate
  generate
    for(i=0; i<n; i=i+1)
    begin
      buf (product[i], s_partial[m*i]);
    end
  endgenerate
  generate
    for(i=n; i<n+m-1; i=i+1)
    begin
      buf (product[i], s_last_partial[i-n]);
    end
  endgenerate
  buf (product[m+n-1], c_last_partial[m-2]);
endmodule
module normalizer(in,effect,op);
input [24:0]in;
output reg effect;
reg [1:0]t2=2'b00;
output reg[22:0]op;
always @(in)
begin
    if((in[24]&in[23])|(in[24]&~in[23]))
    begin
        op<=in[23:1];
        effect<=1'b1;
    end
    else 
    begin
        op<=in[22:0];
        effect<=1'b0;
    end        
end
endmodule
module ExponentAdder(x,y,effect,op,overflow,underflow);
input [7:0]x,y;
input effect;
output reg [7:0]op;
output reg underflow,overflow;
wire [10:0]t1,t2,t3,t4;
wire cout;
assign t1=x;
assign t2=y;
adder ad1 (t1, t2, 1'b0, t3, cout); 
adder ad12 (t3,11'b11110000001,1'b0,t4,cout);
initial begin
overflow<=1'b0;
underflow<=1'b0;
end
always @(effect,t4)
begin
    overflow<=0;
    underflow<=0;
    op<=t4[7:0]+effect;
    if (t4[8]&&!t4[10])
    begin
        overflow<=1'b1;
        op<=8'b11111111;
    end
    else if (t4[10])
    begin
        underflow<=1'b1;
        op<=8'b00000000;
    end
end
endmodule
module Overflow_Underflow_unit(a,b,sign,overflow,underflow,result);
input [22:0]a;
input [7:0]b;
input overflow,underflow,sign;
output reg [31:0]result;
always @(a,b,sign,underflow,overflow)
begin
    if(overflow)
        result=32'hffffffff;
    else if (underflow)
        result=32'h00000000;
    else
    begin
        result[31]=sign;
        result[22:0]=a;
        result[30:23]=b;
    end
end
endmodule
module Outputter(x,over,under,clk,y,overflow,underflow);
input [31:0]x;
input clk,over,under;
output reg overflow,underflow;
output reg[31:0]y;
always @(posedge clk)
begin
    y<=x;
    overflow<=over;
    underflow<=under;
end
endmodule
==> flow/run.sh <==
#!/bin/bash
# OpenROAD 26Q1-2900-gdf79404cd8, Yosys 0.63+post, stock flow scripts
make -C /OpenROAD-flow-scripts/flow DESIGN_CONFIG=/design/flow/config.mk WORK_HOME=/design/flow/orfs finish
==> flow/config.mk <==
export PLATFORM = sky130hd
export DESIGN_NAME = ArrayMultiplier
export DESIGN_NICKNAME = ArrayMultiplier
export VERILOG_FILES = /design/flow/design.v
export SDC_FILE = /design/flow/constraint.sdc
export NUM_CORES = 4
export LEC_CHECK = 1
export CORE_UTILIZATION = 40
==> flow/constraint.sdc <==
current_design ArrayMultiplier

set clk_period 49.4
set clk_io_pct 0.2

create_clock -name clk0 -period $clk_period

set non_clock_inputs [all_inputs -no_clocks]
set_input_delay [expr $clk_period * $clk_io_pct] -clock clk0 $non_clock_inputs
set_output_delay [expr $clk_period * $clk_io_pct] -clock clk0 [all_outputs]
==> flow_summary.json <==
{
  "run_status": "completed",
  "yosys_top_cell_by_area": "fa_1",
  "drc": 0,
  "dp.cells": 1931,
  "crit_top_cell": "fa_1",
  "placementRows": 72,
  "clkbuf_count": 0,
  "finalSetupTns_ns": 0,
  "crit_path_start_kind": "primary input",
  "finalNonFillerCells": 1931,
  "postRouteAntennaNets": 0,
  "endpoint_kind": "primary output",
  "die_h_um": 201.7,
  "final.min_clock_period_ns": 41.14,
  "top_area_share_pct": 66.12,
  "synth.cell_area_um2": 15960,
  "cts.hold.buffers_added": 0,
  "grt_pass1_wl_um": 42870,
  "ys_cells": 1457,
  "syn_inst": 1457,
  "initial_utilization_pct": 40.90,
  "die-area_um2": 40690,
  "avgSynthCellArea_um2": 10.95,
  "final-max-slew-violation-count": 0,
  "regArea_um2": 0,
  "count_of_maximum_capacitance_violations": 0,
  "layout-area-overhead-vs-synth_pct": 4.046,
  "wirelength_um": 22170,
  "average_via_count_per_standard_cell": 4.684,
  "port_buffers": 96,
  "gr-usage-all-layers_pct": 12.79,
  "dp.final_hpwl_um": 21300,
  "synthDistinctLibCells": 9,
  "placeableCoreArea_um2": 39010,
  "timing.max_slew.rel_slack_pct": 47.76,
  "worst_hold_path_type": "in2out",
  "synth.yosys.chip_area_um2": 15960,
  "timing.final.setup_violations": 0,
  "log.warning_count": 32,
  "timing_hold_violations_final": 0,
  "post_cts.resized_instances": 0,
  "gp_congestion": 0.7733,
  "seq_area_frac_synth_pct": 0,
  "detail_route.iter0.violations": 84,
  "rsz0062_at_grt": "no",
  "num_vias": 9044,
  "period_used_pct": 83.28,
  "globalRoute.totalOverflow": 0,
  "number_of_global_route_vias_before_repair": 9868,
  "maxClockFrequency_mhz": 24.31,
  "post_cts_buffers": 0,
  "yosysWarningCount": 4,
  "timing.setup.critical_path_class": "in2out",
  "worst-endpoint-arrival_ns": 31.26,
  "worst-endpoint-required_ns": 39.52,
  "die-width_um": 201.7,
  "slowest_delay_ns": 0.81,
  "drt-wirelength-per-cell_um": 11.48,
  "grt_start_max_net_pins": 25,
  "flop-count": 0,
  "tightest_slew_ns": 0.7812,
  "antenna_found_initial": 0,
  "drtPass1Iterations": 4,
  "floorplan.io_pins": 96,
  "route.antenna.diode_count": 0,
  "topCellsByArea": "fa_1 66%, and2_1 19%, buf_4 5.1%",
  "slowest_stage": "clkdlybuf4s50_1",
  "crit_path_max_fanout": 24,
  "layout-drive-gt1-share_pct": 0.2831
}
==> synth_stat cells, drive strengths merged <==
library cell	n
and2	496
buf	144
fa	527
ha	24
inv	184
nand2	80
xnor2	1
xor2	1
==> cell families (layout without fill, tap and decap cells) <==
group / Yosys count / in the layout / synth area share (%)
xor+xnor: 2 / 2 / 0.1098
buf+inv: 328 / 284 / 10.56
fa+ha+maj: 551 / 551 / 68.01
simple gates: 576 / 576 / 21.33
==> critical path: cells and delay by family <==
family	cells	cell delay, ns
fa+ha+maj	45	19.22
simple gates	1	0.33
xor+xnor	2	0.35
buf+inv	5	1.43
==> final timing paths <==
check | startpoint | end | slack [ns] | cells after the start
min | x[23] | product[46] | 20.94 | 5
max | a[22] | product[46] | 8.26 | 53
==> metrics by stage <==
| stage | cell area (µm²) | util, % | hold WS, ns | worst slack [ns] |
|---|---|---|---|---|
| 5_1_grt | 16600 | 42.56 | 21.00 | 7.391 |
| 3_3_place_gp | 16600 | 42.56 | 20.97 | 8.113 |
| 6_report | 16600 | 42.56 | 20.94 | 8.259 |
| 4_1_cts | 16600 | 42.56 | 20.96 | 8.039 |
| 3_5_place_dp | 16600 | 42.56 | 20.95 | 8.052 |
| 2_1_floorplan | 15960 | - | 19.97 | 9.798 |
==> area by class of cell <==
| type | instances | area (µm²) |
|---|---|---|
| Tap cell | 518 | 648.1 |
| Multi-Input combinational cell | 1129 | 14270 |
| Timing Repair Buffer | 100 | 991.0 |
| Fill cell | 3754 | 22410 |
| Inverter | 184 | 690.7 |
==> cells in the final DEF (no fill, tap or decap), drive strengths merged <==
cell type / instances
and2: 496
buf: 4
clkdlybuf4s50: 96
fa: 527
ha: 24
inv: 184
nand2: 80
xnor2: 1
xor2: 1
==> metal layers <==
metal	GRT usage (%)	share of wire [%]
met1	20.20	45
met2	21.87	52
met3	1.290	2.4
met4	0	0
met5	0	0
